**flow/design.v**
```verilog
`timescale 1ns / 1ps
module IF_ID(inWire2, inWire3, inWire4, outWire2, outWire3, outWire4, Clk, Reset, IF_ID_Write);
    input [31:0] inWire2, inWire3, inWire4;
    input Clk, Reset;
    input IF_ID_Write;
    output reg [31:0] outWire2, outWire3, outWire4;
    reg [1:0] stall_counter;  
    always @(posedge Clk or posedge Reset) begin
        if (Reset) begin  
            outWire2 <= 32'd0;
            outWire3 <= 32'd0;
            outWire4 <= 32'd0;
            stall_counter <= 2'b00;
        end else if (stall_counter > 0) begin
            stall_counter <= stall_counter - 1;
            outWire2 <= outWire2;
            outWire3 <= outWire3;
            outWire4 <= outWire4;
        end else if (~IF_ID_Write) begin
            stall_counter <= 2'b10;  
            outWire2 <= outWire2;
            outWire3 <= outWire3;
            outWire4 <= outWire4;
        end else begin
            outWire2 <= inWire2;
            outWire3 <= inWire3;
            outWire4 <= inWire4;
        end
    end
endmodule
```
**flow/config.mk**
```make
export PLATFORM = sky130hd
export DESIGN_NAME = IF_ID
export DESIGN_NICKNAME = IF_ID
export VERILOG_FILES = /design/flow/design.v
export SDC_FILE = /design/flow/constraint.sdc
export NUM_CORES = 4
export LEC_CHECK = 1
export CORE_UTILIZATION = 30
```
**flow/run.sh**
```bash
#!/bin/bash
# OpenROAD 26Q1-2900-gdf79404cd8, Yosys 0.63+post, stock flow scripts
make -C /OpenROAD-flow-scripts/flow DESIGN_CONFIG=/design/flow/config.mk WORK_HOME=/design/flow/orfs finish
```
**flow/constraint.sdc**
```tcl
current_design IF_ID

set clk_period 16.9
set clk_io_pct 0.2

create_clock -name clk0 -period $clk_period [get_ports {Clk}]

set non_clock_inputs [all_inputs -no_clocks]
set_input_delay [expr $clk_period * $clk_io_pct] -clock clk0 $non_clock_inputs
set_output_delay [expr $clk_period * $clk_io_pct] -clock clk0 [all_outputs]
```
==> results_dict.tcl <==
# collected from the flow reports
set metrics [dict create \
    power_leakage_nw 2.604 \
    setup_tns_ns 0 \
    finalCriticalPeriod_ns 5.292 \
    end_kind "register" \
    yosysChipArea_sq_um 3737 \
    num_vias 2404 \
    viasPerCell 4.145 \
    ys_sh_simple 0.001674 \
    drc_errors 0 \
    clkPwrFrac 0.186 \
    r2r_setup_slack_ns 14.48 \
    worstSkewPairLatency_ns 0.33 \
    grt_setup_unrepaired "false" \
    dp_hpwl_mm 5.819 \
    r2r-end "outWire4[28]" \
    antenna_found_initial 0 \
    synthToLayoutAreaGrowth_pct 63.71 \
    crit_end "outWire4[28]" \
    hold_violations 0 \
    yosys_warnings 1 \
    crit_fanout 52 \
    crit_arrival_ns 5.50 \
    ctsResizeCount 0 \
    ys_seq_frac 0.6562 \
    seqPwrFrac 0.399 \
    dp.cells 566 \
    grtUsageTotal 0.1324 \
    ant_nets 0 \
    maxSlewHeadroom 0.5280 \
    ys_types 9 \
    cts.clk_slew.worst_paths_ns 0.06 \
    detail_route.wl_per_cell_um 14.17 \
    logic_family "multiplexers" \
    p_comb_frac 0.415 \
    first_global_vias 2520 \
    hold_class "register to register" \
    core_sq_um 12060 \
    peakVddDrop_uv 79.91 \
    syn_area_sq_um 3737 \
    antenna_cells 0 \
    reg2reg_depth 5 \
    worstMarginPinSlew_ns 0.7079 \
    critPathLaunch "IF_ID_Write" \
    grt_max_degree 55 \
    critPathLaunchType "input port" \
    final_cell_count_no_fill 580 \
    skew_ns 0.007187 \
    postLayoutCellArea_sq_um 6118 \
    dieWidth_um 113.6 \
    p_sw_mw 0.2270 \
    die-area_sq_um 12910 \
    sw_frac_of_total 0.2189 \
    ctsHoldBuffers 0 \
    io_buffers 194 \
    avgSynthCellArea_sq_um 17.63 \
    yosysCellCount 212 \
    dpl_cell_area_sq_um 5843 \
    tool_warnings 26 \
    ioPinCount 195 \
    first_iter_violations 93 \
    cts_tree "built" \
    adder_share 0.006696 \
    r2r-start "stall_counter[0]" \
    max_freq_ghz 0.1890 \
    drv_slew 0 \
    maxCapViolCount 0 \
    xor_area_frac 0 \
    dr.pass1.iters 2 \
    die_h_um 113.6 \
    num_rows 40 \
    period_used_share 0.3132 \
    ys_sh_mux 0.3140 \
    cts.sinks 98 \
    synthCells 212 \
    htreeDepth 3 \
    cts_buffers 9 \
    overflow 0 \
    cts_root_buf "clkbuf_16" \
    ys.flops 98 \
    setup_viol 0 \
    final_layout_size_suffix_gt1_frac 0.2743 \
    grt_pass1_wl_mm 13.08 \
    cts_buffer_depth 2 \
    internal_power_mw 0.8101 \
    post_cts_buffers 0 \
    nFillCells 1048 \
    status "finished, final reports clean" \
    routed_wl_mm 8.218 \
    critical_path_class "input port to register" \
    routabilityCongestion 0.7204 \
    fp_util 0.3099 \
    cp.required_ns 17.11 \
    compound_area_frac 0 \
    power.density_nw_per_um2 169.5 \
]
## flip-flops by register name, summed over array words and instances (netlist names)
signal	flops
stall_counter	2
outWire2	32
outWire4	32
outWire3	32
## cell type report
cell class	count	area, sq um	share of cell area
well taps	168	210.2	0.03436
inverters	3	13.76	0.002249
flip-flops and latches	98	2452	0.4008
clock buffers	11	232.7	0.03804
multi-input cells	101	1210	0.1978
clock inverters	3	42.54	0.006953
repair buffers	196	1957	0.3198
## metal layers
layer,vias up,global-route usage,wire [um]
met1,1157,0.2045,3701
li1,1134,-,-
met5,-,0,0
met4,0,0.01842,109
met2,106,0.1963,3657
met3,7,0.03952,749
## cells in the mapped netlist (all sizes together)
| cell type | instances | share of area |
|---|---|---|
| dfrtp | 98 | 0.66 |
| mux2 | 97 | 0.31 |
| buf | 10 | 0.018 |
| inv | 3 | 0.0030 |
| ha | 2 | 0.0067 |
| mux2i | 1 | 0.0027 |
| nand2 | 1 | 0.0017 |
## critical path, stage by stage
cell	delay (ns)
clkdlybuf4s50_1	0.45
nand2_4	0.51
buf_4	0.68
mux2_2	0.40
## through the flow
stage	hold slack (ns)	util	power (mW)	worst slack, ns
after CTS	0.5053	0.5073	1.055	11.59
after detailed placement	0.4910	0.4844	0.8548	11.23
after floorplan	0.4541	-	0.5669	10.96
final	0.5014	0.5073	1.037	11.61
after global placement	0.4877	0.4844	0.8499	11.25
after global routing	0.5124	0.5073	1.110	11.46
## logic make-up after synthesis
kind of cell               count (synthesis)
DFF                                       98
muxes                                     98
and+or+nand+nor                            1
buffers and inverters                     13
adders and majority gates                  2
## worst min-delay path by stage
stage	endpoint	cells past startpoint	slack, ns	from
final	outWire3[28]	1	0.50	outWire3[28]
after global routing	outWire2[7]	1	0.51	outWire2[7]
after CTS	outWire3[28]	1	0.51	outWire3[28]
## placed cells by master (no fill, tap or decap), types with 2 or more instances in the layout
cell type / count
clkdlybuf4s50_1: 194
dfrtp_1: 98
mux2_2: 78
mux2_4: 19
clkbuf_16: 9
inv_1: 2
ha_1: 2
clkbuf_1: 2
buf_4: 2
## power groups by stage
stage         Sequential, mW  Combinational [mW]  Clock [mW]
CTS                    0.415               0.439       0.201
global route           0.430               0.469       0.211
finish                 0.414               0.431       0.192
Power figures rest on the tool's default switching activity, not on a simulated workload.
