<file path="flow/design.v">
`timescale 1ns / 1ps
module MEM_WB (
    input Clk,
    input Reset,
    input inRegWrite,
    input inJalSel,
    input [1:0] inMemToReg,
    input [31:0] inWire46, inWire8, inWire7,
    input [4:0] inWire41,
    output reg outRegWrite,
    output reg outJalSel,
    output reg [1:0] outMemToReg,
    output reg [31:0] outWire46, outWire8, outWire7,
    output reg [4:0] outWire41
);
    always @(posedge Clk or posedge Reset) begin
        if (Reset) begin
            outRegWrite <= 1'b0;
            outJalSel   <= 1'b0;
            outMemToReg <= 2'b00;
            outWire46   <= 32'b0;
            outWire8    <= 32'b0;
            outWire7    <= 32'b0;
            outWire41   <= 5'b0;
        end else begin
            outRegWrite <= inRegWrite;
            outJalSel   <= inJalSel;
            outMemToReg <= inMemToReg;
            outWire46   <= inWire46;
            outWire8    <= inWire8;
            outWire7    <= inWire7;
            outWire41   <= inWire41;
        end
    end
endmodule
</file>
<file path="flow/run.sh">
#!/bin/bash
# OpenROAD 26Q1-2900-gdf79404cd8, Yosys 0.63+post, stock flow scripts
make -C /OpenROAD-flow-scripts/flow DESIGN_CONFIG=/design/flow/config.mk WORK_HOME=/design/flow/orfs finish
</file>
<file path="flow/config.mk">
export PLATFORM = sky130hd
export DESIGN_NAME = MEM_WB
export DESIGN_NICKNAME = MEM_WB
export VERILOG_FILES = /design/flow/design.v
export SDC_FILE = /design/flow/constraint.sdc
export NUM_CORES = 4
export LEC_CHECK = 1
export CORE_UTILIZATION = 40
</file>
<file path="flow/constraint.sdc">
current_design MEM_WB

set clk_period 1.0
set clk_io_pct 0.2

create_clock -name clk0 -period $clk_period [get_ports {Clk}]

set non_clock_inputs [all_inputs -no_clocks]
set_input_delay [expr $clk_period * $clk_io_pct] -clock clk0 $non_clock_inputs
set_output_delay [expr $clk_period * $clk_io_pct] -clock clk0 [all_outputs]
</file>
==> flow_metrics.py <==
# Flow results
metrics = {
    "sta": {
        "rsz0062_at_grt": "yes",
        "setup_slack_ps": -44.4,
        "worst_pin_slew_ps": 198,
        "hold_viol_final": 0,
        "setup_violations": 105,
        "fin_crit_ps": 1040,
        "fmax_mhz": 958,
        "setup_tns_ps": -1570,
        "slew_headroom_pct": 86.8,
        "final_max_slew_viol_count": 0,
        "hold_ws_ps": 283,
        "fin_crit_sh_pct": 104,
    },
    "cells_and_area": {
        "fillCellCount": 430,
        "seq_area_sq_um": 2630,
        "area_growth_pct": 74.7,
        "final_util_pct": 72.4,
        "final_cells": 413,
        "drive_above_1_share_pct": 36.6,
        "mi_logic_area_sq_um": 0,
        "logic_gates": 0,
        "stdcell_area_sq_um": 4600,
    },
    "floorplanning": {
        "die_area_sq_um": 6910,
        "floorplan.core_util_pct": 41.4,
        "ios": 212,
        "die_w_um": 83.1,
        "dieHeight_um": 83.1,
        "core_sq_um": 6350,
        "row_count": 29,
    },
    "clocking": {
        "cts_buffers": 9,
        "cts_root_buf": "clkbuf_8",
        "clk_pin_slew_ps": 90,
        "cts_max_level": 3,
        "clock_path_buffers": 2,
        "cts_sinks": 105,
        "tritoncts": "yes",
    },
    "power": {
        "p_total_mw": 7.92,
        "ir_drop_uv": 1100,
        "p_per_area_nw_per_um2": 1720,
        "leakage_nw": 2.19,
    },
    "job": {
        "drv_cap": 0,
        "warnings": 29,
    },
    "routing": {
        "routed_wl_um": 7160,
        "dr.first_iter.drc_count": 48,
        "dr.pass1.iters": 2,
        "post-route-drc-count": 0,
        "routedWlPerCell_um": 17.3,
        "diodes": 0,
        "ant_nets": 0,
        "vias": 1732,
        "routed_via_density": 4.19,
    },
    "setup_path": {
        "cp-start-kind": "flop",
        "crit_slowest_cell": "dfrtp_1",
        "path_cells": "buf_2",
        "crit_end": "outWire46[17]",
        "cp_max_fo": 1,
        "crit_required_ps": 800,
        "crit_path_end_kind": "output port",
        "worstSetupPathType": "flop to output port",
        "slowest_delay_ps": 380,
        "crit_family": "flip-flops",
        "setup.worst_path.start": "outWire46[17]$_DFF_PP0_",
        "path_buffers": 1,
        "crit_cells": 1,
        "critical_path_arrival_ps": 840,
    },
    "logic_synthesis": {
        "synthesis.area_sq_um": 2630,
        "postSynthSeqShare_pct": 99.9,
        "syn_area_per_cell_sq_um": 24.8,
        "ys_ff": 105,
        "syn_inst": 106,
        "synthSimpleGateAreaFrac_pct": 0,
        "xor_area_share_pct": 0,
        "mux_share_pct": 0,
        "ys_warn_count": 1,
        "adder_share_pct": 0,
        "ys_area_sq_um": 2630,
        "ys_cells": 106,
        "synth_cell_types": 2,
        "aoi_share_pct": 0,
        "synthTopLogicFamily": "buffers and inverters",
    },
    "grt": {
        "globalRouteOverflowTotal": 0,
        "track_usage_pct": 23.2,
        "grt_pass1_wl_um": 11200,
        "antenna_found_initial": 0,
        "grt_max_degree": 35,
        "grt_pass1_vias": 1924,
    },
    "placement": {
        "port_buffers": 211,
        "dp_hpwl_um": 5510,
        "dp.cells": 398,
        "placed_area_sq_um": 4910,
        "dp_slack_ps": -17.0,
        "place.gp.congestion": 0.768,
    },
    "outcome": {
        "violations": "setup timing",
        "status": "finished with violations",
    },
    "worst_hold_path": {
        "hp-class": "input pin to flop",
    },
}
## Yosys cell counts
| cell | n | area share [%] |
|---|---|---|
| inv_1 | 1 | 0.14 |
| dfrtp_1 | 105 | 100 |
## metal layers
| layer | wire length (um) | global-route usage, % | up-vias |
|---|---|---|---|
| li1 | - | - | 771 |
| met1 | 2590 | 33.7 | 822 |
| met2 | 3430 | 34.8 | 131 |
| met3 | 1060 | 11.9 | 8 |
| met4 | 82 | 2.82 | 0 |
| met5 | 0 | 0 | - |
## layout by cell type (no fill, tap or decap)
| cell type | Yosys | routed |
|---|---|---|
| buf_12 | 0 | 3 |
| buf_2 | 0 | 105 |
| dfrtp_1 | 105 | 105 |
| buf_4 | 0 | 1 |
| bufinv_16 | 0 | 2 |
| clkdlybuf4s50_1 | 0 | 106 |
| clkinvlp_4 | 0 | 1 |
| clkbuf_1 | 0 | 2 |
| clkinv_2 | 0 | 1 |
| clkbuf_8 | 0 | 10 |
## where the power goes
| part | switching (mW) | internal [mW] | leakage [nW] | total, mW |
|---|---|---|---|---|
| combinational | 0.186 | 0.519 | 0.861 | 0.705 |
| clock | 1.25 | 1.46 | 0.106 | 2.72 |
| sequential | 0.0477 | 4.45 | 1.22 | 4.50 |
| total | 1.48 | 6.44 | 2.19 | 7.92 |
## repair_timing
item                                    CTS  global route
endpoints found under the setup margin  105           105
resized                                 326             0
hold buffers                              0             0
setup buffers                             0             0
hold endpoints to repair                  0             0
## logic make-up (layout without fill, tap and decap cells)
kind of cell  after synthesis  count (layout)
flops                     105             105
buf+inv                     1             231
## how the worst min path moves through the flow
stage	from	endpoint	slack [ps]	cells past startpoint
6_report	inWire46[3]	outWire46[3]$_DFF_PP0_	280	1
5_1_grt	inWire7[1]	outWire7[1]$_DFF_PP0_	260	1
4_1_cts	inWire46[10]	outWire46[10]$_DFF_PP0_	260	1
## cell type report
cell class | count | share of cell area [%]
well taps | 77 | 2.10
flip-flops and latches | 105 | 57.2
clock inverters | 3 | 1.42
inverters | 1 | 0.163
repair buffers | 215 | 36.0
clock buffers | 12 | 3.16
## flip-flops by register name, indices dropped and copies added, names as in the netlist
register and cells:
outWire46 32, outWire7 32, outJalSel 1, outWire41 5
outWire8 32, outRegWrite 1, outMemToReg 2
Power and IR drop assume default switching activity.
