===== flow/run.sh =====
#!/bin/bash
# OpenROAD 26Q1-2900-gdf79404cd8, Yosys 0.63+post, stock flow scripts
make -C /OpenROAD-flow-scripts/flow DESIGN_CONFIG=/design/flow/config.mk WORK_HOME=/design/flow/orfs finish

===== flow/config.mk =====
export PLATFORM = sky130hd
export DESIGN_NAME = TopModule
export DESIGN_NICKNAME = TopModule
export VERILOG_FILES = /design/flow/design.v
export SDC_FILE = /design/flow/constraint.sdc
export NUM_CORES = 4
export LEC_CHECK = 1
export CORE_UTILIZATION = 30
export SYNTH_MEMORY_MAX_BITS = 65536

===== flow/constraint.sdc =====
current_design TopModule

set clk_period 3.5
set clk_io_pct 0.2

create_clock -name clk0 -period $clk_period [get_ports {Clk}]

set non_clock_inputs [all_inputs -no_clocks]
set_input_delay [expr $clk_period * $clk_io_pct] -clock clk0 $non_clock_inputs
set_output_delay [expr $clk_period * $clk_io_pct] -clock clk0 [all_outputs]

===== flow/design.v =====
`timescale 1ns / 1ps
module ClkDiv(Clk, Reset, ClkOut);
   input Clk, Reset;
   output reg ClkOut;
   parameter DivVal = 50000000;  
   reg [25:0] DivCnt;
   reg ClkInt;
   always @(posedge Clk or posedge Reset) begin
      if (Reset) begin
         DivCnt <= 0;
         ClkOut <= 0;
         ClkInt <= 0;
      end
      else if (DivCnt == DivVal) begin
            	ClkOut <= ~ClkInt;
            	ClkInt <= ~ClkInt;
         DivCnt <= 0;
      end
      else begin
                  	ClkOut <= ClkInt;
            	ClkInt <= ClkInt;
         DivCnt <= DivCnt + 1;
      end
   end
endmodule
`timescale 1ns / 1ps
module InstructionFetchUnit(Instruction, Reset, Clk, PCResultWire);
    input Reset, Clk;
    output [31:0] Instruction;
    output wire [31:0] PCResultWire;     
    wire [31:0] PCAddResultWire;  
    PCAdder Adder(
        .PCResult(PCResultWire),
        .PCAddResult(PCAddResultWire)
    );
    ProgramCounter PC (
        .Clk(Clk),                  
        .Reset(Reset),              
        .Address(PCAddResultWire),  
        .PCResult(PCResultWire)     
    );
    InstructionMemory IM (
        .Address(PCResultWire),    
        .Instruction(Instruction)  
    );
endmodule
`timescale 1ns / 1ps
module InstructionMemory(Address, Instruction); 
    input [31:0] Address;         
    output reg [31:0] Instruction;     
    reg [31:0] memory[0:127];  
    integer i;
    initial begin
        for (i=0;i<128;i=i+1) begin
            memory[i] = i*3;
        end
    end
    always @(Address) begin
        Instruction = memory[Address[8:2]];  
    end
endmodule
`timescale 1ns / 1ps
module One4DigitDisplay(Clk, NumberA, out7, en_out, dp);
    parameter NUM_WIDTH = 16;
    input  Clk;
    input  [NUM_WIDTH - 1:0] NumberA;
    output [6:0] out7;  
    output reg [3:0] en_out;
    output wire dp;
    reg  [3:0] in4;        
    wire [3:0] firstdigitA;
    wire [3:0] seconddigitA;
    wire [3:0] thirddigitA;
    wire [3:0] forthdigitA;
    SevenSegment m1(in4, out7);
    assign dp = 1;
    reg  [19:0] cnt = 19'd0;
    always @(posedge Clk) begin
        cnt <= cnt + 1;
    end
    assign firstdigitA = NumberA[3:0];
    assign seconddigitA = NumberA[7:4];
    assign thirddigitA = NumberA[11:8];
    assign forthdigitA = NumberA[15:12];
    always @(cnt) begin
        case(cnt[19:18])   
            2'b00: begin en_out <= 4'b1110; in4 <= firstdigitA; end
            2'b01: begin en_out <= 4'b1101; in4 <= seconddigitA; end
            2'b10: begin en_out <= 4'b1011; in4 <= thirddigitA; end
            2'b11: begin en_out <= 4'b0111; in4 <= forthdigitA; end
            default: begin en_out <= 4'b1111; in4 <= 4'b1111; end 
        endcase
     end
endmodule
`timescale 1ns / 1ps
module PCAdder(PCResult, PCAddResult);
    input [31:0] PCResult;
    output [31:0] PCAddResult;
    assign PCAddResult = PCResult + 4;  
endmodule
`timescale 1ns / 1ps
module ProgramCounter(Address, PCResult, Reset, Clk);
	input [31:0] Address;
	input Reset, Clk;
	output reg [31:0] PCResult;
	always @(posedge Clk or posedge Reset) begin
	   if (Reset) begin
	       PCResult <= 32'b0;  
	   end else begin
	       PCResult <= Address;  
	   end
	end
endmodule
`timescale 1ns / 1ps
module SevenSegment(numin, segout);
    input	[3:0] numin;
    output	reg [6:0] segout;     
    always @(numin)
    begin
        case (numin)
                4'b0000: segout <= 7'b1000000;     
                4'b0001: segout <= 7'b1111001;     
                4'b0010: segout <= 7'b0100100;     
                4'b0011: segout <= 7'b0110000;     
                4'b0100: segout <= 7'b0011001;     
                4'b0101: segout <= 7'b0010010;     
                4'b0110: segout <= 7'b0000010;     
                4'b0111: segout <= 7'b1111000;     
                4'b1000: segout <= 7'b0000000;     
                4'b1001: segout <= 7'b0010000;     
                4'b1010: segout <= 7'b0001000;     
                4'b1011: segout <= 7'b0000011;     
                4'b1100: segout <= 7'b1000110;     
                4'b1101: segout <= 7'b0100001;     
                4'b1110: segout <= 7'b0000110;     
                4'b1111: segout <= 7'b0001110;     
                default: segout <= 7'b1111111;   
       endcase
     end
endmodule
`timescale 1ns / 1ps
module TopModule(Clk, Reset, en_out, out7, dp);
    input Clk;
    input Reset;
    output [3:0] en_out;
    output [6:0] out7;
    output dp;
    (* mark_debug = "true" *) wire ClkOut;
    (* mark_debug = "true" *) wire [15:0] InstructionWire;
    ClkDiv Clock(
        .Clk(Clk),  
        .Reset(Reset),
        .ClkOut(ClkOut)     
    );
    InstructionFetchUnit IFU (
        .Reset(Reset),    
        .Clk(ClkOut),       
        .Instruction(InstructionWire)    
    );
    One4DigitDisplay display (
        .Clk(Clk),
        .NumberA(InstructionWire),
        .out7(out7),
        .en_out(en_out),
        .dp(dp)
    );
endmodule

==> ci_impl_report.md <==
## Synthesis and layout report

| Metric | Value |
|---|---|
| DIE WIDTH | between 100 and 150 µm |
| Mean Syn Cell Area | 9.94 µm² |
| Share of the synthesized area in the top cell type | a little under 30% |
| Hold Fails Final Rpt | 0 |
| Combinational Area | between 1500 and 2000 µm² |
| Vias | approximately 2000 |
| Chip Height | just over 100 µm |
| Clk latency late pin | ~0.3 ns |
| Worst hold-check path type | register to register |
| Setup crit end kind | output pin |
| Initial Util | between 30% and 40% |
| Drt via density | roughly 4.5 |
| Crit-path max FO | 8 |
| DP HPWL | approximately 3300 µm |
| Layout area overhead | 10.8% |
| Port bufs | 12 |
| Ys Warns | 6 |
| Pleak | 1.33 nW |
| Fin. max-slew vios | 0 |
| H-tree levels | 2 |
| Initial antenna violation count | 0 |
| Chip area | between 10000 and 15000 µm² |
| Number of detailed-route iterations in the first pass | 4 |
| Top FF cell, synth | dfrtp_1 |
| Post-Syn Instances | about 300 |
| Rows | 35 |
| Worst hold slack | between 0.4 and 0.5 ns |
| Max Freq | 311 MHz |
| Root Driver | clkbuf_8 |
| Endpoints left unconstrained | 7 |
| WL/cell | 10.8 µm |
| CP Data Arrival Time | 2.51 ns |
| EDFF count, synth | 0 |
| Async set or reset register ratio after synthesis | roughly 63% |
| Num ports | 14 |
| All-Layer GR Usage | about a tenth |
| Final wirelength | between 4000 and 5000 µm |
| Tool warnings | 34 |
| Dpl cell area | around 3100 µm² |
| Cell Count Post-Placement | about 430 |
| Post-DRT Antenna Nets | 0 |
| Finished Cell Area | between 3000 and 4000 µm² |
| VDD IR max | 0.144 mV |
| CTS tree | done |
| Status | complete, no violations |
| CP Launch Type | register |
| Main area contributors | dfrtp_1 29%, dfxtp_1 14%, xnor2_1 9.0%, ha_1 6.0%, xor2_1 4.5% |
| Layout fillers | 925 |
| Post-synth top area cell | dfrtp_1 |
| Synth Seq Share | a little over two fifths |
| Grt total ovfl | 0 |
| Setup violators final | 0 |
| CP Data Required Time | around 2.8 ns |
| FF+latch area | about 1300 µm² |
| Final min period | between 3 and 4 ns |
| Worst Skew | just over 0.009 ns |
| Layout cell share with drive strength beyond 1 | under 10% |
| Ys cells | 294 |
| Most numerous logic cell after layout | dfrtp_1 |
| Slew of the pin with the lowest slew margin | around 0.66 ns |
| Tot Pwr | between 0.8 and 0.9 mW |
| Max Root-Sink Buffers | 2 |
| Vias in the first global route | between 1500 and 2000 |
| Iteration-0 DRC Markers | 62 |
| Synthesized cell area | between 2000 and 3000 µm² |
| Drt drc | 0 |
| RSZ-0062 raised after global routing | false |
| Flops out of synthesis | 54 |
| Setup TNS | 0 ns |
| Synthesis area per yosys | between 2000 and 3000 µm² |
| Num CTS Buffers | 5 |
| Final Cycle Share | between 90% and 100% |
| Antenna Cells | 0 |
| MaxCap Viol Count | 0 |
| Crit path kind | register to output pin |
| Relative slew margins | between 50 and 60% |
| Final std cells w/o fill | between 400 and 500 |
| Synth cell types | 49 |
| RePlAce Congestion | a little under 0.8 |
| Most instantiated logic cells after routing | 34 x dfrtp_1, 30 x xnor2_1, 25 x nand2_1 |
| First-pass GRT wire length | roughly 8400 µm |
| Clock Pin Slew Worst Setup and Hold Paths | about 0.080 ns |
| Largest net degree at the start of global routing | 35 |
| Register pins left without a clock | 7 |
| Core ar. | just over 9000 µm² |
| Pwr dens | approximately 270 nW/µm² |
[cell type report]
class / instances / share of cell area, %
timing repair buffer: 14 / 4.17
inverter: 20 / 2.32
sequential: 54 / 38.6
clock inverter: 1 / 0.116
tap: 129 / 4.98
multi-input combinational: 210 / 47.1
clock buffer: 7 / 2.67
[per-stage QoR]
step	utilization [%]	setup slack (ns)
after floorplan	-	1.19
after global placement	33.7	0.613
after detailed placement	33.7	0.540
after CTS	34.6	0.199
after global routing	34.7	0.0456
final	34.7	0.286
[synthesized netlist by cell type (3+ instances only)]
| library cell | number |
|---|---|
| xor2_1 | 15 |
| nor3b_1 | 3 |
| dfxtp_1 | 20 |
| a21oi_1 | 8 |
| dfrtp_1 | 34 |
| nor2_2 | 3 |
| o211ai_1 | 3 |
| ha_1 | 14 |
| nor2_1 | 24 |
| a21o_1 | 3 |
| nand4_1 | 9 |
| xnor2_1 | 30 |
| nand2_1 | 25 |
| buf_4 | 6 |
| o21ai_0 | 3 |
| nand3_1 | 20 |
| nor3_1 | 3 |
| mux2i_1 | 7 |
| and3_1 | 7 |
| inv_1 | 19 |
[registers in the layout, summed over array words and instances, names as in the netlist]
name and cells:
Clock.ClkOut 1, Clock.DivCnt 26, IFU.PC.PCResult 7, display.cnt 20
[final timing paths]
| path | start | to | slack (ns) | cells past startpoint |
|---|---|---|---|---|
| setup / recovery | display.cnt[19] | out7[2] | 0.29 | 8 |
| hold / removal | display.cnt[0] | display.cnt[0] | 0.41 | 1 |
| setup reg to reg | Clock.DivCnt[0] | Clock.DivCnt[15] | 1.46 | 7 |
| hold reg to reg | display.cnt[0] | display.cnt[0] | 0.41 | 1 |
| max in group asynchronous | Reset | Clock.DivCnt[19] | 2.40 | 3 |
| min in group asynchronous | Reset | Clock.DivCnt[6] | 0.79 | 3 |
[worst max-delay path, stage by stage, from the launching register on]
cell,delay (ns)
dfxtp_1,0.49
nor2_4,0.06
inv_1,0.09
a21oi_1,0.07
a211oi_4,0.38
inv_1,0.11
ha_1,0.25
o31ai_1,0.26
clkdlybuf4s50_1,0.50
[cell families (layout without fill, tap and decap cells)]
logic type,after synthesis,after routing,share of synthesized area [%]
AOI/OAI and AO/OA,31,31,8.00
xor gates and xnor gates,45,45,13.5
adders and majority gates,14,14,5.99
buffers and inverters,30,42,5.22
DFF,54,54,42.8
muxes,7,7,2.40
other,1,1,0.128
and+or+nand+nor,112,112,22.0
[routing by layer]
layer	up-vias	part of all wire (%)	wire length (µm)	track usage [%]
met4	0	1.5	72	1.23
li1	1017	-	-	-
met2	16	43	2030	15.9
met1	931	53	2490	15.7
met5	-	0	0	0
met3	6	2.0	92	1.55
[power by group]
group | internal [mW] | switching [mW]
combinational | 0.00179 | 0.00745
sequential | 0.539 | 0
clock | 0.158 | 0.168
total | 0.699 | 0.176
[repair_timing]
action                                  4_1_cts  5_1_grt
gates resized                                 0        1
endpoints found under the setup margin        0        2
setup buffers                                 0        0
hold buffers                                  0        0
Power and IR drop assume default switching activity.
