File: /design/flow/config.mk
export PLATFORM = sky130hd
export DESIGN_NAME = EX_MEM
export DESIGN_NICKNAME = EX_MEM
export VERILOG_FILES = /design/flow/design.v
export SDC_FILE = /design/flow/constraint.sdc
export NUM_CORES = 4
export LEC_CHECK = 1
export CORE_AREA = 10 10 182 182
export DIE_AREA = 0 0 192 192
File: /design/flow/constraint.sdc
current_design EX_MEM

set clk_period 1.0
set clk_io_pct 0.2

create_clock -name clk0 -period $clk_period [get_ports {Clk}]

set non_clock_inputs [all_inputs -no_clocks]
set_input_delay [expr $clk_period * $clk_io_pct] -clock clk0 $non_clock_inputs
set_output_delay [expr $clk_period * $clk_io_pct] -clock clk0 [all_outputs]
File: /design/flow/design.v
`timescale 1ns / 1ps
module EX_MEM (
    input inToBranch, inRegWrite, inMemWrite, inMemRead, inMemByte, inMemHalf, inJalSel, inJorBranch,
    input [1:0] inMemToReg,
    input [31:0] inWire46, inWire30, inWire34, inWire24, inWire33,
    input Clk, Reset,
    input inWire35,
    output reg outToBranch, outRegWrite, outMemWrite, outMemRead, outMemByte, outMemHalf, outJalSel, outJorBranch,
    output reg [1:0] outMemToReg,
    output reg [31:0] outWire46, outWire30, outWire35, outWire34, outWire24, outWire33
);
    always @(posedge Clk or posedge Reset) begin
           if (Reset) begin
            outToBranch   <= 1'b0;
            outRegWrite   <= 1'b0;
            outMemWrite   <= 1'b0;
            outMemRead    <= 1'b0;
            outMemByte    <= 1'b0;
            outMemHalf    <= 1'b0;
            outJalSel     <= 1'b0;
            outJorBranch  <= 1'b0;
            outMemToReg   <= 2'd0;
            outWire46     <= 32'd0;
            outWire30     <= 32'd0;
            outWire35     <= 32'd0;
            outWire34     <= 32'd0;
            outWire24     <= 32'd0;
            outWire33     <= 32'd0;
        end else begin
            outToBranch   <= inToBranch;
            outRegWrite   <= inRegWrite;
            outMemWrite   <= inMemWrite;
            outMemRead    <= inMemRead;
            outMemByte    <= inMemByte;
            outMemHalf    <= inMemHalf;
            outJalSel     <= inJalSel;
            outJorBranch  <= inJorBranch;
            outMemToReg   <= inMemToReg;
            outWire46     <= inWire46;
            outWire30     <= inWire30;
            outWire35     <= inWire35;
            outWire34     <= inWire34;
            outWire24     <= inWire24;
            outWire33     <= inWire33;
        end
     end
endmodule
File: /design/flow/run.sh
#!/bin/bash
# OpenROAD 26Q1-2900-gdf79404cd8, Yosys 0.63+post, stock flow scripts
make -C /OpenROAD-flow-scripts/flow DESIGN_CONFIG=/design/flow/config.mk WORK_HOME=/design/flow/orfs finish
==> changes_impl.md <==
### Physical design

* Switch share at 21.0%
* Top FF cell, synth: dfrtp_1
* MaxCap Viol Count at 0
* Total track usage at 9.07%
* Xor/xnor share at 0%
* Fin. Hold Viols at 0
* Dpl hpwl at 14600 µm
* CTS hold repair buffers at 0
* Power Density at 1830 nW/µm²
* Height of the die at 192 µm
* FMAX at 0.893 GHz
* Combinational power share at 8.4%
* Overall power at 15.2 mW
* Root buf cell: clkbuf_16
* CTS tree: done
* ANT nets after route at 0
* Crit path max fanout at 1
* Worst setup margin at -0.119 ns
* Outcome: complete, but fails checks
* H-Tree Depth at 4
* Fin crit share at 112%
* Place WS at -0.0459 ns
* Area reported by Yosys stat at 4520 µm²
* Fin crit period at 1.12 ns
* Post-Syn Area per Cell at 22.2 µm²
* Leak at 3.86 nW
* CP Capture Type: primary output
* Fin. max-slew vios at 0
* Drt via density at 3.01
* Data arrival time of the critical path at 0.92 ns
* Yosys warning tally at 1
* Gate Area at 116 µm²
* Fp util at 15.6%
* Hold/Removal Path Class: in -> async
* Unrepaired setup endpoints after global routing: true
* MUX share of area at 0%
* Post-synthesis simple-gate area fraction at 0%
* Clock network fraction of total power at 43.3%
* Number of core rows at 62
* Synth Area in Compound Gates at 0%
* Biggest area cells: dfrtp_1, buf_4, conb_1, inv_1
* Synth-to-Final Area Change at 83.7%
* Layout cell share with drive strength beyond 1 at 37.4%
* CTS buffer count at 17
* Dominant kind of combinational cell: buffers and inverters
* Synth top cells by count: dfrtp_1, buf_4, conb_1, inv_1
* Cells in synth_stat.txt at 204
* CP Buf/Inv Count at 1
* Yosys reg bits at 171
* Post-CTS Setup Repair Bufs at 0
* Initial antenna violation count at 2
* WP data required at 0.80 ns
* Post-synth ARST share at 100%
* DRC Markers at 0
* Final number of setup-violating endpoints at 171
* Total congestion overflow at 0
* Post-synth top area cell: dfrtp_1
* Largest net degree at the start of global routing at 20
* Yosys cell types at 4
* Final-layout fill cell count at 2955
* Synth Seq Share at 94.7%
* Die area at 36900 µm²
* Slowest-stage cell, CP: dfrtp_1
* Crit Path Class: reg -> out
* Max incr delay on CP at 0.37 ns
* Delay-heaviest family, CP: flip-flops
* First-pass GRT wire length at 24200 µm
* Stage-log warning count at 28
* Sum Neg Setup Slack at -14.91 ns
* Via count at 2959
* Minimum hold slack at 0.176 ns
* Port Buffers at 343
* Die X at 192 µm
* IO Pins at 375
* Clk sinks at 171
* Adder Area Share at 0%
* Worst path cell trace: buf_2
* Routed WL at 17400 µm
* Worst-path clk slew at 0.06 ns
* Gpl congestion at 0.808
* Internal Power at 12.0 mW
* Final core utilization at 28.7%
* FF/Latch Area at 4280 µm²
* Dominant cell area share at 94.7%
* Switch Pwr at 3.19 mW
* Peak supply drop at 0.000990 V
* Number of global-route vias before repair at 3393
* Mapped cell area at 4520 µm²
* 1st-pass router iterations at 3
* Mapped Cells at 204
* DRT iter0 DRCs at 64
* Number of enable flip-flop cells at 0
* Core area at 28900 µm²
* Routed WL per cell at 17.7 µm
* Clock Path Buffers at 2
* Seq pwr share at 48.3%
* Critical path startpoint: outWire46[17]
* Crit start category: register
* Failing checks: negative setup slack
* Most numerous cell in the Yosys netlist: dfrtp_1
## sequential cells by signal, indices dropped and copies added (netlist names), 2 cells and up
signal       cells
outWire46       32
outWire33       32
outWire24       32
outMemToReg      2
outWire34       32
outWire30       32
## power by group through the flow
stage / combinational, mW / sequential (mW) / clock [mW]
CTS: 1.33 / 7.33 / 6.84
global route: 1.41 / 7.36 / 7.17
finish: 1.27 / 7.33 / 6.58
## cell families after synthesis
family | Yosys count
buf+inv | 32
flops | 171
other cells | 1
## final timing paths
path,end,slack (ns),cells past startpoint
max,outWire46[17],-0.12,1
min,outToBranch,0.18,3
max in group asynchronous,outWire30[29],0.50,4
min in group clk0,outWire33[20],0.21,1
## layer usage
layer  up-vias  share of wire [%]  track usage, %
met2       202                 50            15.1
met4         0                1.3            1.46
met3        12                 12            4.37
li1       1331                  -               -
met1      1414                 36            10.6
met5         -                  0               0
## what timing repair did
item | 4_1_cts | 5_1_grt
resized | 559 | 0
setup endpoints to repair | 171 | 171
pin swaps | 0 | 0
## cells in the final DEF, fill, tap and decap left out
master	n
clkdlybuf4s50_1	172
dfrtp_1	171
buf_2	171
conb_1	31
clkbuf_16	17
buf_4	14
buf_12	7
clkinv_4	3
clkinv_2	3
clkinvlp_4	2
bufinv_16	2
clkbuf_8	2
inv_6	2
diode_2	1
clkbuf_1	1
inv_8	1
## through the flow
step / cells / instance area (µm²)
global route: 984 / 8300
global placement: 951 / 8560
floorplan: 234 / 4640
detailed placement: 951 / 8560
CTS: 983 / 8300
finish: 984 / 8300
## final cells by class
| class | instances | share of cell area [%] |
|---|---|---|
| diodes | 1 | 0.0301 |
| clock buffers | 20 | 5.50 |
| clock inverters | 12 | 1.66 |
| inverters | 1 | 0.0904 |
| multi-input cells | 31 | 1.40 |
| flip-flops and latches | 171 | 51.5 |
| well taps | 384 | 5.79 |
| repair buffers | 364 | 34.0 |
No activity file was given, so power comes from the tool's default toggle rates.
