==> design.v <==
`timescale 1ns / 1ps
module ID_EX(
    input [4:0] inALUOp, inWire27, inWire28,
    input inToBranch, inRegWrite, inMemWrite, inMemRead, inMemByte, inMemHalf, inRegDst, inJalSel, inJorBranch,
    input [1:0] inALUSrcA, inALUSrcB, inMemToReg,
    input [31:0] inWire10, inWire14, inWire9, inWire15, inWire16, inWire17, inWire18,
    input Clk, Reset,
    output reg [4:0] outALUOp,
    output reg outToBranch, outRegWrite, outMemWrite, outMemRead, outMemByte, outMemHalf, outRegDst, outJalSel, outJorBranch,
    output reg [1:0] outALUSrcA, outALUSrcB, outMemToReg,
    output reg [31:0] outWire10, outWire14, outWire9, outWire15, outWire16, outWire17, outWire18,
    output reg [4:0] outWire27, outWire28
);
    reg [4:0] FiveBitRegs [2:0];  
    reg OneBitRegs [8:0];  
    reg [1:0] TwoBitRegs [2:0];  
    reg [31:0] ThirtyTwoBitRegs [6:0];  
    always @(posedge Clk or posedge Reset) begin
    if (Reset) begin
        outALUOp     <= 5'd0;
        outWire27    <= 5'd0;
        outWire28    <= 5'd0;
        outToBranch  <= 1'b0;
        outRegWrite  <= 1'b0;
        outMemWrite  <= 1'b0;
        outMemRead   <= 1'b0;
        outMemByte   <= 1'b0;
        outMemHalf   <= 1'b0;
        outRegDst    <= 1'b0;
        outJalSel    <= 1'b0;
        outJorBranch <= 1'b0;
        outALUSrcA   <= 2'b00;
        outALUSrcB   <= 2'b00;
        outMemToReg  <= 2'b00;
        outWire10    <= 32'd0;
        outWire14    <= 32'd0;
        outWire9     <= 32'd0;
        outWire15    <= 32'd0;
        outWire16    <= 32'd0;
        outWire17    <= 32'd0;
        outWire18    <= 32'd0;
    end else begin
        outALUOp     <= inALUOp;
        outWire27    <= inWire27;
        outWire28    <= inWire28;
        outToBranch  <= inToBranch;
        outRegWrite  <= inRegWrite;
        outMemWrite  <= inMemWrite;
        outMemRead   <= inMemRead;
        outMemByte   <= inMemByte;
        outMemHalf   <= inMemHalf;
        outRegDst    <= inRegDst;
        outJalSel    <= inJalSel;
        outJorBranch <= inJorBranch;
        outALUSrcA   <= inALUSrcA;
        outALUSrcB   <= inALUSrcB;
        outMemToReg  <= inMemToReg;
        outWire10    <= inWire10;
        outWire14    <= inWire14;
        outWire9     <= inWire9;
        outWire15    <= inWire15;
        outWire16    <= inWire16;
        outWire17    <= inWire17;
        outWire18    <= inWire18;
    end
end
endmodule
==> run.sh <==
#!/bin/bash
# OpenROAD 26Q1-2900-gdf79404cd8, Yosys 0.63+post, stock flow scripts
make -C /OpenROAD-flow-scripts/flow DESIGN_CONFIG=/design/flow/config.mk WORK_HOME=/design/flow/orfs finish
==> config.mk <==
export PLATFORM = sky130hd
export DESIGN_NAME = ID_EX
export DESIGN_NICKNAME = ID_EX
export VERILOG_FILES = /design/flow/design.v
export SDC_FILE = /design/flow/constraint.sdc
export NUM_CORES = 4
export LEC_CHECK = 1
export CORE_AREA = 10 10 281 281
export DIE_AREA = 0 0 291 291
==> constraint.sdc <==
current_design ID_EX

set clk_period 1.0
set clk_io_pct 0.2

create_clock -name clk0 -period $clk_period [get_ports {Clk}]

set non_clock_inputs [all_inputs -no_clocks]
set_input_delay [expr $clk_period * $clk_io_pct] -clock clk0 $non_clock_inputs
set_output_delay [expr $clk_period * $clk_io_pct] -clock clk0 [all_outputs]
==> flow report <==
STATUS
---------------------------------------------------------------------------------
Result of the run                                                    finished with violations
Failing checks                                                       setup timing

JOB
---------------------------------------------------------------------------------
Tool warning count                                                             28
Tally of max-capacitance violations                                             0

WORST SETUP PATH
---------------------------------------------------------------------------------
Type of the worst setup path                                           reg -> out
Sort of element at the end of the critical path                       output port
Crit path buf inv count                                                         1
Kind of cell adding the most delay to the critical path                flip-flops
Required time of the critical path                                        0.80 ns
Startpoint type of the worst setup path                                 flip-flop
Critical path's slowest cell                                              dfrtp_1
CP max FO                                                                       1
Max incr delay on CP                                                      0.38 ns
Critical path origin                                                 outWire10[10]
Arrival time of the worst setup path                                      1.07 ns
Series of cell instances along the critical path                            buf_2

GRT
---------------------------------------------------------------------------------
Antenna violations before repair                                                6
GRT overflow                                                                    0
Number of global-route vias before repair                                    5227
Wire length of the first global-routing pass                             38000 um
Total global-route track usage                                             0.0610
Pin count of the biggest net entering global routing                           27

ROUTING
---------------------------------------------------------------------------------
Count of antenna-violating nets left after detailed routing                     0
DRC marker count from the first detailed-route iteration                       89
Drt via density                                                              2.49
WL final                                                                 26600 um
Overall via count from detail_route                                          4480
Drt wl/cell                                                               14.8 um
Number of optimization iterations in the first detailed-route pass              4
Detailed-route DRC error count                                                  0
Number of inserted diodes                                                       0

WORST HOLD PATH
---------------------------------------------------------------------------------
Worst hold-check path type                                              in -> reg
Worst hold start                                                     inALUSrcB[0]

CELLS AND AREA
---------------------------------------------------------------------------------
Final cell area excluding filler cells                                 0.0127 mm2
Multi-input gates                                                               0
Fraction of final layout cells sized beyond drive strength 1                0.389
Layout overhead on the synthesized area                                     99.4%
Area of the multi-input gates                                               0 um2

PLACEMENT
---------------------------------------------------------------------------------
Global placer's final weighted congestion                                   0.876
Port Buf Inserts                                                              509
Post-detail-place hpwl                                                   22000 um
Cell Area, Placed                                                      0.0129 mm2

CLOCK NETWORK
---------------------------------------------------------------------------------
Number of clock sinks seen by CTS                                             254
Max Buffers Root-to-Sink                                                        3
Setup Buffers After CTS                                                         0
Resize count post-CTS                                                         828
CTS root buf                                                            clkbuf_16
Number of hold buffers added after cts                                          0
TritonCTS clock tree                                                         done
Number of levels the H-tree was split into                                      1
Clock transition at the registers of the reported paths                   0.06 ns
CTS Buf Count                                                                  28

TIMING
---------------------------------------------------------------------------------
Final hold violation count                                                      0
Share of the cycle needed by the critical path after routing                 1.27
Unrepaired setup endpoints after global routing                               yes
Post-Route Setup TNS                                                    -58.56 ns
Transition time at the pin with the least slew margin                    0.356 ns
Slew margin rel.                                                            0.762
Minimum clock period                                                      1.27 ns
Number of endpoints failing setup at the final stage                          254
PnR worst setup slack                                                   -0.275 ns
Max Transition Viols Final                                                      0
Top achievable clock speed                                                785 MHz

FLOORPLAN
---------------------------------------------------------------------------------
Die Height                                                                 291 um
Starting density of the core                                               0.0873
Std cell rows                                                                  99
Overall die area                                                       0.0847 mm2
Core region area                                                       0.0728 mm2
I/O pin count                                                                 510
Die x size                                                                 291 um

SYNTHESIS
---------------------------------------------------------------------------------
Post-Synthesis Cells                                                          255
Cell Type Count                                                                 2
Yosys warnings                                                                  1
Chip area from the yosys synthesis statistics                         0.00636 mm2
Sequential fraction of the synthesis area                                   0.999
Avg Synthesized Cell Area                                                24.9 um2
Post-synthesis instance area                                          0.00636 mm2
Ys cells                                                                      255
Register bit count reported by yosys                                          254

POWER AND IR DROP
---------------------------------------------------------------------------------
Peak VDD IR                                                               1820 uV
Ratio of total power to cell area                                     1880 mW/mm2
P_leak                                                                    5.60 nW

[final cells by class]
class                 instances  area, um2
Clock inverter               12        203
Clock buffer                 39        803
Inverter                      1       7.51
Fill cell                  7962      60200
Sequential cell             254       6360
Timing Repair Buffer        537       4110
Tap cell                    959       1200
[registers in the layout (all words and copies together), names as in the netlist, 2 cells and up]
| name | flops |
|---|---|
| outMemToReg | 2 |
| outALUOp | 5 |
| outWire10 | 32 |
| outWire18 | 32 |
| outWire17 | 32 |
| outWire15 | 32 |
| outALUSrcB | 2 |
| outWire28 | 5 |
| outWire16 | 32 |
| outWire14 | 32 |
| outWire27 | 5 |
| outWire9 | 32 |
| outALUSrcA | 2 |
[worst paths after layout]
path	end	slack, ns	depth (start not counted)
max in group asynchronous	outWire16[7]	0.51	4
worst min-delay path	outALUSrcB[0]	0.07	1
min in group asynchronous	outWire17[8]	0.09	3
worst max-delay path	outWire10[10]	-0.27	1
[layout by cell type (no fill, tap or decap), drive strengths merged]
cell type	synthesis	final
buf	0	282
clkdlybuf4s50	0	255
dfrtp	254	254
clkbuf	0	39
bufinv	0	5
clkinvlp	0	4
clkinv	0	3
inv	1	1
[cell families (layout without fill, tap and decap cells)]
kind of cell / count (synthesis) / in the layout / synth area share
buffers and inverters: 1 / 589 / 0.000590
flip-flops: 254 / 254 / 0.999
[stage by stage]
stage	power (mW)	utilization	setup slack [ns]	instances	hold slack, ns
floorplan	11.1	-	-2.54	255	0.231
global placement	13.6	0.178	-0.115	1751	0.646
detailed placement	13.6	0.178	-0.105	1751	0.648
CTS	24.4	0.174	-0.370	1802	0.00692
global route	24.9	0.174	-0.359	1802	0.0254
finish	23.8	0.174	-0.275	1802	0.0697
[layer usage]
layer,part of all wire,wire length (um),up-vias,track usage
met5,0.00049,13,-,0
met4,0.036,970,2,0.0181
met3,0.13,3380,37,0.0332
met2,0.48,12800,339,0.102
met1,0.36,9480,2172,0.0656
li1,-,-,1930,-
[cell usage after synthesis]
cell | number | area [um2]
dfrtp_1 | 254 | 6360
inv_1 | 1 | 3.75
[power breakdown]
part	internal [mW]	switching [mW]	total, mW	leakage (nW)
clock network	6.88	4.14	11.0	0.482
logic	1.30	0.570	1.87	2.16
registers	10.8	0.121	10.9	2.96
No activity file was given, so power comes from the tool's default toggle rates.
