### /design/flow/config.mk
export PLATFORM = sky130hd
export DESIGN_NAME = TopLevel
export DESIGN_NICKNAME = TopLevel
export VERILOG_FILES = /design/flow/design.v
export SDC_FILE = /design/flow/constraint.sdc
export NUM_CORES = 4
export LEC_CHECK = 1
export CORE_AREA = 10 10 75 75
export DIE_AREA = 0 0 85 85
export SYNTH_MEMORY_MAX_BITS = 65536
### /design/flow/constraint.sdc
current_design TopLevel

set clk_period 5.1
set clk_io_pct 0.2

create_clock -name clk0 -period $clk_period [get_ports {Clk}]

set non_clock_inputs [all_inputs -no_clocks]
set_input_delay [expr $clk_period * $clk_io_pct] -clock clk0 $non_clock_inputs
set_output_delay [expr $clk_period * $clk_io_pct] -clock clk0 [all_outputs]
### /design/flow/design.v
`timescale 1ns / 1ps
module ClkDiv(Clk, Reset, ClkOut);
   input Clk, Reset;
   output reg ClkOut;
   parameter DivVal = 50000000;  
   reg [25:0] DivCnt;
   reg ClkInt;
   always @(posedge Clk or posedge Reset) begin
      if (Reset) begin
         DivCnt <= 0;
         ClkOut <= 0;
         ClkInt <= 0;
      end
      else if (DivCnt == DivVal) begin
            	ClkOut <= ~ClkInt;
            	ClkInt <= ~ClkInt;
         DivCnt <= 0;
      end
      else begin
                  	ClkOut <= ClkInt;
            	ClkInt <= ClkInt;
         DivCnt <= DivCnt + 1;
      end
   end
endmodule
`timescale 1ns / 1ps
module InstructionFetchUnit(Instruction, Reset, Clk, PCResultWire);
    input Reset, Clk;
    output [31:0] Instruction;
    output wire [31:0] PCResultWire;     
    wire [31:0] PCAddResultWire;  
    PCAdder Adder(
        .PCResult(PCResultWire),
        .PCAddResult(PCAddResultWire)
    );
    ProgramCounter PC (
        .Clk(Clk),                  
        .Reset(Reset),              
        .Address(PCAddResultWire),  
        .PCResult(PCResultWire)     
    );
    InstructionMemory IM (
        .Address(PCResultWire),    
        .Instruction(Instruction)  
    );
endmodule
`timescale 1ns / 1ps
module InstructionMemory(Address, Instruction); 
    input [31:0] Address;         
    output reg [31:0] Instruction;     
    reg [31:0] memory[0:127];  
    integer i;
    initial begin
        for (i=0;i<128;i=i+1) begin
            memory[i] = i*3;
        end
    end
    always @(Address) begin
        Instruction = memory[Address[8:2]];  
    end
endmodule
`timescale 1ns / 1ps
module TopLevel(Clk, Reset, out7, en_out, dp);
input Clk, Reset;
wire [15:0] Address, PCVal, Num;
output [6:0] out7;  
output [3:0] en_out;
output wire dp;
wire ClkOut;
ClkDiv m1(Clk, Reset, ClkOut);
Mux2x1 m4(PCVal, Address, Num, ClkOut);
Mux2x1 m5(0, 1, dp, ClkOut);
One4DigitDisplay m2(Clk, Num, out7, en_out);
InstructionFetchUnit m3(ClkOut, Reset, Address, PCVal);
endmodule
`timescale 1ns / 1ps
module Mux2x1(A, B, Out, S);
input [31:0] A,B;
input S;
output reg [31:0] Out;
always @(*) begin
    if(S)
        Out <= A;
    else
        Out <= B;
end
endmodule
`timescale 1ns / 1ps
module One4DigitDisplay(Clk, NumberA, out7, en_out, dp);
    parameter NUM_WIDTH = 16;
    input  Clk;
    input  [NUM_WIDTH - 1:0] NumberA;
    output [6:0] out7;  
    output reg [3:0] en_out;
    output wire dp;
    reg  [3:0] in4;        
    wire [3:0] firstdigitA;
    wire [3:0] seconddigitA;
    wire [3:0] thirddigitA;
    wire [3:0] forthdigitA;
    SevenSegment m1(in4, out7);
    assign dp = 1;
    reg  [19:0] cnt = 19'd0;
    always @(posedge Clk) begin
        cnt <= cnt + 1;
    end
    assign firstdigitA = NumberA[3:0];
    assign seconddigitA = NumberA[7:4];
    assign thirddigitA = NumberA[11:8];
    assign forthdigitA = NumberA[15:12];
    always @(cnt) begin
        case(cnt[19:18])   
            2'b00: begin en_out <= 4'b1110; in4 <= firstdigitA; end
            2'b01: begin en_out <= 4'b1101; in4 <= seconddigitA; end
            2'b10: begin en_out <= 4'b1011; in4 <= thirddigitA; end
            2'b11: begin en_out <= 4'b0111; in4 <= forthdigitA; end
            default: begin en_out <= 4'b1111; in4 <= 4'b1111; end 
        endcase
     end
endmodule
`timescale 1ns / 1ps
module PCAdder(PCResult, PCAddResult);
    input [31:0] PCResult;
    output [31:0] PCAddResult;
    assign PCAddResult = PCResult + 4;  
endmodule
`timescale 1ns / 1ps
module ProgramCounter(Address, PCResult, Reset, Clk);
	input [31:0] Address;
	input Reset, Clk;
	output reg [31:0] PCResult;
	always @(posedge Clk or posedge Reset) begin
	   if (Reset) begin
	       PCResult <= 32'b0;  
	   end else begin
	       PCResult <= Address;  
	   end
	end
endmodule
`timescale 1ns / 1ps
module SevenSegment(numin, segout);
    input	[3:0] numin;
    output	reg [6:0] segout;     
    always @(numin)
    begin
        case (numin)
                4'b0000: segout <= 7'b1000000;     
                4'b0001: segout <= 7'b1111001;     
                4'b0010: segout <= 7'b0100100;     
                4'b0011: segout <= 7'b0110000;     
                4'b0100: segout <= 7'b0011001;     
                4'b0101: segout <= 7'b0010010;     
                4'b0110: segout <= 7'b0000010;     
                4'b0111: segout <= 7'b1111000;     
                4'b1000: segout <= 7'b0000000;     
                4'b1001: segout <= 7'b0010000;     
                4'b1010: segout <= 7'b0001000;     
                4'b1011: segout <= 7'b0000011;     
                4'b1100: segout <= 7'b1000110;     
                4'b1101: segout <= 7'b0100001;     
                4'b1110: segout <= 7'b0000110;     
                4'b1111: segout <= 7'b0001110;     
                default: segout <= 7'b1111111;   
       endcase
     end
endmodule
### /design/flow/run.sh
#!/bin/bash
# OpenROAD 26Q1-2900-gdf79404cd8, Yosys 0.63+post, stock flow scripts
make -C /OpenROAD-flow-scripts/flow DESIGN_CONFIG=/design/flow/config.mk WORK_HOME=/design/flow/orfs finish
==> out/results.txt <==
Ys Warns: 30
Tot GR Track Use: 3.53%
Max FFs per register: 20
Critical-path top delay cell: clkdlybuf4s50_1
CTS tree: built
WL met2: 503 um
Max Cap Viol: 0
OpenROAD warnings: 26
Routed len/inst: 8.91 um
Die area: 7230 um^2
Cells along the critical path: or2_2 -> clkdlybuf4s50_1
HPWL after DPL: 938 um
Most frequent cells in the layout: dfxtp_1, xnor2_1, conb_1
Dpl cells: 135
Delay-heaviest family, CP: buffers and inverters
Fin crit period: 2.34 ns
PortBufs: 4
Rows: 23
Leak pwr: 0.348 nW
Highest metal used: met3
Area delta synth->final: 13.3%
Critical path class: register to output port
Power Density: 283 nW/um^2
R2r setup slk: 3.75 ns
Clock buffer count from CTS: 3
Distinct lib cells used: 20
Die Y: 85 um
H-tree levels: 1
Final Non-Filler Cells: 139
Flops & latches, synth: 20
Inserted Diodes: 0
Clock Skews: 0.00219 ns
Fin. Hold Viols: 0
Post-synth top area cell: dfxtp_1
Drt drc: 0
Initial drt markers: 36
Critical path peak fanout: 6
Crit-path max cell delay: 0.41 ns
Most used logic cell in the final layout: dfxtp_1
Synthesis area per yosys: 850 um^2
Final TNS setup: 0 ns
Worst setup path end: en_out[0]
Setup violators final: 0
First-pass GRT wire length: 2.21 mm
Reg2Reg Launch Point: m2.cnt[3]
GRT overflow: 0
Placed cell area: 907 um^2
CTS hold repair buffers: 0
Post-CTS setup buffers: 0
Initial antenna violation count: 0
Clk latency late pin: 0.25 ns
Final GP Congestion: 0.715
Syn Inst Count: 84
Top post-synthesis cells by area: dfxtp_1, xnor2_1, buf_4
Vias in the first global route: 508
ANT nets after route: 0
CTS Sinks: 20
Max VDD drop: 0.000245 V
Post_cts resized: 0
Util after Layout: 23.7%
Biggest register: m2.cnt
Tot Pwr: 0.000273 W
Root Buffer: clkbuf_8
Highest Clock Rate: 428 MHz
Final wirelength: 1.24 mm
DR vias: 541
Reg clk slew, reported paths: 0.07 ns
CP required: 4.08 ns
Core Util at FP: 20.9%
Layout cells sized above 1: 10.1%
Fin crit share: 45.8%
Biggest regs: m2.cnt (20)
Synthesized area per cell: 10.1 um^2
Worst Path Buf+Inv: 1
Core Area: 4060 um^2
I/O pin count: 14
Yosys top cell area share: 47.1%
Reg2reg end: m2.cnt[15]
Routed wire length on met3: 111 um
Post-synth seq share: 47.1%
CP Launch Type: register
Die width: 85 um
FF-to-FF path depth: 4
Largest net degree at the start of global routing: 12
Finished layout cell area: 962 um^2
Max Slew Vio Count: 0
First-pass DRT Iterations: 4
WP depth: 2
Outcome: complete, no violations
Worst Setup End Kind: output port
Wire length on met1: 624 um
Ys cells: 84
Synth Cell Area: 850 um^2
Vias/cell: 3.89
Min-delay worst type: register to register
Crit path from: m2.cnt[18]
CP Data Arrival Time: 1.32 ns
RSZ-0062 raised after global routing: no
Max Root-Sink Buffers: 2
-- routing by layer --
metal  global-route usage, %  up-vias
met5                       0        -
met4                   0.299        0
met3                    1.83        0
met2                    5.18       15
met1                    4.70      251
li1                        -      275
-- cells by family after synthesis --
kind of cell	share of synthesized area, %
xor+xnor	18.6
fa+ha+maj	1.47
buf+inv	8.39
flops	47.1
other cells	0.884
simple gates	23.6
-- Yosys cell counts, drive strengths merged --
cell type,n
inv,1
nand2,7
ha,1
nand3,8
xor2,5
buf,9
nand2b,2
dfxtp,20
and2,1
and4,3
nand4,3
nor3,3
conb,2
xnor2,13
or2,1
and3,5
-- power by group --
group | total (W) | switching (W) | internal [W]
Sequential | 0.000156 | 0 | 0.000156
Combinational | 0.000000325 | 0.000000324 | 0
Clock | 0.000116 | 0.0000475 | 0.0000686
-- final cells by class --
type	instances	area (um^2)
multi-input cells	60	400
fillers	418	3100
well taps	50	62.6
inverters	1	3.75
repair buffers	4	40.0
flip-flops and latches	20	400
clock buffers	4	55.1
-- how the worst min path moves through the flow --
| stage | start | to | slack (ns) | cells past startpoint |
|---|---|---|---|---|
| after global routing | m2.cnt[0] | m2.cnt[0] | 0.46 | 1 |
| final | m2.cnt[0] | m2.cnt[0] | 0.41 | 1 |
| after CTS | m2.cnt[0] | m2.cnt[0] | 0.42 | 1 |
-- through the flow --
step	hold slack [ns]	worst slack [ns]
2_1_floorplan	0.380	3.49
3_3_place_gp	0.386	3.04
3_5_place_dp	0.397	3.03
4_1_cts	0.416	2.75
5_1_grt	0.465	2.69
6_report	0.414	2.76
-- worst reg2reg max path, delay by kind of cell (launching register included) --
kind	cells	cell delay (ns)
simple gates	3	0.74
flops	1	0.38
xor+xnor	1	0.12
Power and IR drop assume default switching activity.
